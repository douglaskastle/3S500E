## ./run.sh

```bash
#!/bin/bash
# OpenROAD 26Q1-2900-gdf79404cd8, Yosys 0.63+post, stock flow scripts
make -C /OpenROAD-flow-scripts/flow DESIGN_CONFIG=/design/flow/config.mk WORK_HOME=/design/flow/orfs finish
```

## ./config.mk

```make
export PLATFORM = sky130hd
export DESIGN_NAME = ds18b20_seg7
export DESIGN_NICKNAME = ds18b20_seg7
export VERILOG_FILES = /design/flow/design.v
export SDC_FILE = /design/flow/constraint.sdc
export NUM_CORES = 4
export LEC_CHECK = 1
export CORE_UTILIZATION = 40
```

## ./constraint.sdc

```tcl
current_design ds18b20_seg7

set clk_period 3.1
set clk_io_pct 0.2

create_clock -name clk0 -period $clk_period [get_ports {CLOCK_50}]

set non_clock_inputs [all_inputs -no_clocks]
set_input_delay [expr $clk_period * $clk_io_pct] -clock clk0 $non_clock_inputs
set_output_delay [expr $clk_period * $clk_io_pct] -clock clk0 [all_outputs]
```

## ./design.v

```verilog
module ds18b20_drive(
  input         clk,                   
  input         rst_n,                  
  inout         one_wire,              
  output [15:0] temperature   );          
reg [5:0] cnt;                        
always @ (posedge clk, negedge rst_n)
  if (!rst_n)
    cnt <= 0;
  else
    if (cnt == 49)
      cnt <= 0;
    else
      cnt <= cnt + 1'b1;
reg clk_1us;                            
always @ (posedge clk, negedge rst_n)
  if (!rst_n)
    clk_1us <= 0;
  else
    if (cnt <= 24)                     
      clk_1us <= 0;
    else
      clk_1us <= 1;      
reg [19:0] cnt_1us;                      
reg cnt_1us_clear;                      
always @ (posedge clk_1us)
  if (cnt_1us_clear)
    cnt_1us <= 0;
  else
    cnt_1us <= cnt_1us + 1'b1;
parameter S00     = 5'h00;
parameter S0      = 5'h01;
parameter S1      = 5'h03;
parameter S2      = 5'h02;
parameter S3      = 5'h06;
parameter S4      = 5'h07;
parameter S5      = 5'h05;
parameter S6      = 5'h04;
parameter S7      = 5'h0C;
parameter WRITE0  = 5'h0D;
parameter WRITE1  = 5'h0F;
parameter WRITE00 = 5'h0E;
parameter WRITE01 = 5'h0A;
parameter READ0   = 5'h0B;
parameter READ1   = 5'h09;
parameter READ2   = 5'h08;
parameter READ3   = 5'h18;
reg [4:0] state;                     
reg one_wire_buf;                     
reg [15:0] temperature_buf;           
reg [5:0] step;                        
reg [3:0] bit_valid;                  
always @(posedge clk_1us, negedge rst_n)
begin
  if (!rst_n)
  begin
    one_wire_buf <= 1'bZ;
    step         <= 0;
    state        <= S00;
  end
  else
  begin
    case (state)
      S00 : begin              
              temperature_buf <= 16'h001F;
              state           <= S0;
            end
      S0 :  begin                       
              cnt_1us_clear <= 1;
              one_wire_buf  <= 0;              
              state         <= S1;
            end
      S1 :  begin
              cnt_1us_clear <= 0;
              if (cnt_1us == 500)        
              begin
                cnt_1us_clear <= 1;
                one_wire_buf  <= 1'bZ;  
                state         <= S2;
              end 
            end
      S2 :  begin
              cnt_1us_clear <= 0;
              if (cnt_1us == 100)        
              begin
                cnt_1us_clear <= 1;
                state         <= S3;
              end 
            end
      S3 :  if (~one_wire)             
              state <= S4;
            else if (one_wire)       
              state <= S0;
      S4 :  begin
              cnt_1us_clear <= 0;
              if (cnt_1us == 400)         
              begin
                cnt_1us_clear <= 1;
                state         <= S5;
              end 
            end        
      S5 :  begin                   
              if      (step == 0)      
              begin
                step  <= step + 1'b1;
                state <= WRITE0;
              end
              else if (step == 1)
              begin
                step  <= step + 1'b1;
                state <= WRITE0;
              end
              else if (step == 2)
              begin                
                one_wire_buf <= 0;
                step         <= step + 1'b1;
                state        <= WRITE01; 
              end
              else if (step == 3)
              begin
                one_wire_buf <= 0;
                step         <= step + 1'b1;
                state        <= WRITE01;                
              end
              else if (step == 4)
              begin
                step  <= step + 1'b1;
                state <= WRITE0;
              end
              else if (step == 5)
              begin
                step  <= step + 1'b1;
                state <= WRITE0;
              end
              else if (step == 6)
              begin
                one_wire_buf <= 0;
                step         <= step + 1'b1;
                state        <= WRITE01;
              end
              else if (step == 7)
              begin
                one_wire_buf <= 0;
                step         <= step + 1'b1;
                state        <= WRITE01;
              end
              else if (step == 8)      
              begin
                step  <= step + 1'b1;
                state <= WRITE0;
              end
              else if (step == 9)
              begin
                step  <= step + 1'b1;
                state <= WRITE0;
              end
              else if (step == 10)
              begin
                one_wire_buf <= 0;
                step         <= step + 1'b1;
                state        <= WRITE01;
              end
              else if (step == 11)
              begin
                step  <= step + 1'b1;
                state <= WRITE0;
              end
              else if (step == 12)
              begin
                step  <= step + 1'b1;
                state <= WRITE0;
              end
              else if (step == 13)
              begin
                step  <= step + 1'b1;
                state <= WRITE0;
              end
              else if (step == 14)
              begin
                one_wire_buf <= 0;
                step         <= step + 1'b1;
                state        <= WRITE01;
              end
              else if (step == 15)
              begin
                step  <= step + 1'b1;
                state <= WRITE0;
              end
              else if (step == 16)
              begin
                one_wire_buf <= 1'bZ;
                step         <= step + 1'b1;
                state        <= S6;                
              end
              else if (step == 17)
              begin
                step  <= step + 1'b1;
                state <= WRITE0;
              end
              else if (step == 18)
              begin
                step  <= step + 1'b1;
                state <= WRITE0;
              end
              else if (step == 19)
              begin
                one_wire_buf <= 0;
                step         <= step + 1'b1;
                state        <= WRITE01;                
              end
              else if (step == 20)
              begin
                step  <= step + 1'b1;
                state <= WRITE01;
                one_wire_buf <= 0;
              end
              else if (step == 21)
              begin
                step  <= step + 1'b1;
                state <= WRITE0;
              end
              else if (step == 22)
              begin
                step  <= step + 1'b1;
                state <= WRITE0;
              end
              else if (step == 23)
              begin
                one_wire_buf <= 0;
                step         <= step + 1'b1;
                state        <= WRITE01;
              end
              else if (step == 24)
              begin
                one_wire_buf <= 0;
                step         <= step + 1'b1;
                state        <= WRITE01;               
              end
              else if (step == 25)     
              begin
                step  <= step + 1'b1;
                state <= WRITE0;
              end
              else if (step == 26)
              begin
                one_wire_buf <= 0;
                step         <= step + 1'b1;
                state        <= WRITE01;                
              end
              else if (step == 27)
              begin
                one_wire_buf <= 0;
                step         <= step + 1'b1;
                state        <= WRITE01;                
              end
              else if (step == 28)
              begin
                one_wire_buf <= 0;
                step         <= step + 1'b1;
                state        <= WRITE01;                
              end
              else if (step == 29)
              begin
                one_wire_buf <= 0;
                step         <= step + 1'b1;
                state        <= WRITE01;
              end
              else if (step == 30)
              begin
                one_wire_buf <= 0;
                step         <= step + 1'b1;
                state        <= WRITE01;
              end
              else if (step == 31)
              begin
                step  <= step + 1'b1;
                state <= WRITE0;
              end
              else if (step == 32)
              begin
                one_wire_buf <= 0;
                step         <= step + 1'b1;
                state        <= WRITE01;
              end
              else if (step == 33)
              begin
                step  <= step + 1'b1;
                state <= S7;
              end 
            end
      S6 :  begin
              cnt_1us_clear <= 0;
              if (cnt_1us == 750000 | one_wire)    
              begin
                cnt_1us_clear <= 1;
                state         <= S0;   
              end 
            end
      S7 :  begin                     
              if      (step == 34)
              begin
                bit_valid    <= 0;
                one_wire_buf <= 0;
                step         <= step + 1'b1;
                state        <= READ0;
              end
              else if (step == 35)
              begin
                bit_valid    <= bit_valid + 1'b1;
                one_wire_buf <= 0;
                step         <= step + 1'b1;
                state        <= READ0;
              end
              else if (step == 36)
              begin
                bit_valid    <= bit_valid + 1'b1;
                one_wire_buf <= 0;
                step         <= step + 1'b1;
                state        <= READ0;
              end
              else if (step == 37)
              begin
                bit_valid    <= bit_valid + 1'b1;
                one_wire_buf <= 0;
                step         <= step + 1'b1;
                state        <= READ0;               
              end
              else if (step == 38)
              begin
                bit_valid    <= bit_valid + 1'b1;
                one_wire_buf <= 0;
                step         <= step + 1'b1;
                state        <= READ0;                
              end
              else if (step == 39)
              begin
                bit_valid    <= bit_valid + 1'b1;
                one_wire_buf <= 0;
                step         <= step + 1'b1;
                state        <= READ0;               
              end
              else if (step == 40)
              begin
                bit_valid    <= bit_valid + 1'b1;
                one_wire_buf <= 0;
                step         <= step + 1'b1;
                state        <= READ0;                
              end
              else if (step == 41)
              begin
                bit_valid    <= bit_valid + 1'b1;
                one_wire_buf <= 0;
                step         <= step + 1'b1;
                state        <= READ0;
              end
              else if (step == 42)
              begin
                bit_valid    <= bit_valid + 1'b1;
                one_wire_buf <= 0;
                step         <= step + 1'b1;
                state        <= READ0;                
              end
              else if (step == 43)
              begin
                bit_valid    <= bit_valid + 1'b1;
                one_wire_buf <= 0;
                step         <= step + 1'b1;
                state        <= READ0;
              end
              else if (step == 44)
              begin
                bit_valid    <= bit_valid + 1'b1;
                one_wire_buf <= 0;
                step         <= step + 1'b1;
                state        <= READ0;                
              end
              else if (step == 45)
              begin
                bit_valid    <= bit_valid + 1'b1;
                one_wire_buf <= 0;
                step         <= step + 1'b1;
                state        <= READ0;                
              end
              else if (step == 46)
              begin
                bit_valid    <= bit_valid + 1'b1;
                one_wire_buf <= 0;
                step         <= step + 1'b1;
                state        <= READ0;                
              end
              else if (step == 47)
              begin
                bit_valid    <= bit_valid + 1'b1;
                one_wire_buf <= 0;
                step         <= step + 1'b1;
                state        <= READ0;                
              end
              else if (step == 48)
              begin
                bit_valid    <= bit_valid + 1'b1;
                one_wire_buf <= 0;
                step         <= step + 1'b1;
                state        <= READ0;                
              end
              else if (step == 49)
              begin
                bit_valid    <= bit_valid + 1'b1;
                one_wire_buf <= 0;
                step         <= step + 1'b1;
                state        <= READ0;                
              end
              else if (step == 50)
              begin
                step  <= 0;
                state <= S0;
              end 
            end            
      WRITE0 :
            begin
              cnt_1us_clear <= 0;
              one_wire_buf  <= 0;                 
              if (cnt_1us == 80)        
              begin
                cnt_1us_clear <= 1;
                one_wire_buf  <= 1'bZ;            
                state         <= WRITE00;
              end 
            end
      WRITE00 :                       
              state <= S5;
      WRITE01 :                       
              state <= WRITE1;
      WRITE1 :
            begin
              cnt_1us_clear <= 0;
              one_wire_buf  <= 1'bZ;   
              if (cnt_1us == 80)        
              begin
                cnt_1us_clear <= 1;
                state         <= S5;
              end 
            end
      READ0 : state <= READ1;          
      READ1 :
            begin
              cnt_1us_clear <= 0;
              one_wire_buf  <= 1'bZ;   
              if (cnt_1us == 10)       
              begin
                cnt_1us_clear <= 1;
                state         <= READ2;
              end 
            end
      READ2 :                          
            begin
              temperature_buf[bit_valid] <= one_wire;
              state                      <= READ3;
            end
      READ3 :
            begin
              cnt_1us_clear <= 0;
              if (cnt_1us == 55)       
              begin
                cnt_1us_clear <= 1;
                state         <= S7;
              end 
            end
      default : state <= S00;
    endcase 
  end 
end 
assign one_wire = one_wire_buf;         
wire [15:0] t_buf = temperature_buf & 16'h07FF;
assign temperature[3:0]   = (t_buf[3:0] * 10) >> 4;
assign temperature[7:4]   = (((t_buf[7:4] * 10) >> 4) >= 4'd10) ? (((t_buf[7:4] * 10) >> 4) - 'd10) : ((t_buf[7:4] * 10) >> 4);
assign temperature[11:8]  = (((t_buf[7:4] * 10) >> 4) >= 4'd10) ? (((t_buf[11:8] * 10) >> 4) + 'd1) + 'd2 : ((t_buf[11:8] * 10) >> 4) + 'd2;
assign temperature[15:12] = temperature_buf[12] ? 1 : 0;
endmodule
module ds18b20_seg7(
  input        CLOCK_50,               
  input        Q_KEY,                  
  inout        DS18B20,
  output [7:0] SEG7_SEG,               
  output [3:0] SEG7_SEL                
);
wire [15:0] t_buf;
ds18b20_drive ds18b20_u0(
  .clk(CLOCK_50),
  .rst_n(Q_KEY),
  .one_wire(DS18B20),
  .temperature(t_buf)
);
seg_dynamic_drive seg7_u0(
  .clk         (CLOCK_50),
  .data       	({t_buf[11:8],t_buf[7:4],t_buf[3:0],4'h0}),
  .dp    		(4'b1011),
  .SEG       	(SEG7_SEG),
  .SEG_S     	(SEG7_SEL)
);
endmodule
module seg_dynamic_drive(
input		clk,
input [15:0] data,	
input  [3:0] dp,		
output reg [3:0] SEG_S,		
output reg [7:0] SEG	
);
reg [16:0] cnt;
always @ (posedge clk)	
	cnt <= cnt + 1'b1; 
reg [3:0] HEX;				
always  @ (posedge clk)
begin
	case(cnt[16:15])		
		2'b00 : HEX <= data[3:0];
		2'b01 : HEX <= data[7:4];
		2'b10 : HEX <= data[11:8]; 
		2'b11 : HEX <= data[15:12];
		default : ;
	endcase
end
always  @ (posedge clk)	
begin
	case(cnt[16:15])
		2'b00 : SEG_S <= 4'b0001;
		2'b01 : SEG_S <= 4'b0010;
		2'b10 : SEG_S <= 4'b0100;
		2'b11 : SEG_S <= 4'b1000;
		default : ;
	endcase
end
always  @ (posedge clk)
begin
	case(cnt[16:15])
		2'b00 : SEG[7] <= dp[0];
		2'b01 : SEG[7] <= dp[1];
		2'b10 : SEG[7] <= dp[2];
		2'b11 : SEG[7] <= dp[3];
		default : ;
	endcase
end
always @ (HEX)
begin
	case(HEX)
      4'h0: SEG[6:0] <= 7'b1000000;     
      4'h1: SEG[6:0] <= 7'b1111001;
      4'h2: SEG[6:0] <= 7'b0100100;
      4'h3: SEG[6:0] <= 7'b0110000;
      4'h4: SEG[6:0] <= 7'b0011001;
      4'h5: SEG[6:0] <= 7'b0010010;
      4'h6: SEG[6:0] <= 7'b0000010;
      4'h7: SEG[6:0] <= 7'b1111000;
      4'h8: SEG[6:0] <= 7'b0000000;
      4'h9: SEG[6:0] <= 7'b0010000;
      4'hA: SEG[6:0] <= 7'b0001000;
      4'hB: SEG[6:0] <= 7'b0000011;
      4'hC: SEG[6:0] <= 7'b1000110;
      4'hD: SEG[6:0] <= 7'b0100001;
      4'hE: SEG[6:0] <= 7'b0000110;
      4'hF: SEG[6:0] <= 7'b0001110;
      default: ;
    endcase
end
endmodule
```

==> results.toml <==
# flow metrics
[outcome]
status = "complete, no violations"

[timing]
fin_crit_ns = 2.24
clock_skew_ns = 0.00217
fmax_mhz = 446
rsz0062_at_grt = "false"
setup_viol_count_final = 0
fin_crit_sh_pct = 72.3
slew_violations = 0
tightest_slew_ns = 0.792
fin_setup_tns_ns = 0
unclocked_pins = 59
hold_violations = 0
slew_headroom_pct = 47.2
untimed_endpoints = 74

[logic_synthesis]
ys_top_cells_by_area = "dfxtp_1, dfrtp_1, edfxtp_1"
async_flop_share_pct = 31.6
numSynthFlops = 95
synthCells = 585
top_cell_area_share_pct = 18.5
synth-edff-count = 16
ff_type = "dfxtp_1"
ys_seq_share_pct = 41.7
yosys_warnings = 8
yosys.area.top_type = "dfxtp_1"
ys_cells = 585
syn-cell-area_sq_mm = 0.00531
synth_cell_type_count = 73
yosys-top-cells-count = "nand2_1, dfxtp_1, nor2_1"
syn-mean-instance-area_sq_um = 9.08
yosysChipArea_sq_mm = 0.00531
top_cell = "nand2_1"

[placement]
hpwl_um = 7120
io_buffers = 13
gp_congestion = 0.876

[power_and_ir_drop]
p_leak_nw = 2.24
powerDensity_mw_per_mm2 = 171
ir_drop_mv = 0.202

[worst_setup_path]
crit_path_max_incr_delay_ns = 0.54
timing.rr.end = "SEG7_SEG[3]"
arrival_ns = 2.41
crit_slowest_cell = "a221oi_1"
critPathTopFamily = "AND-OR/OR-AND gates"
cp_num_buf_inv = 2
critical_path.max_fanout = 7
r2r_setup_slack_ns = 0.86
cp-start-kind = "flop"
critPathCapture = "SEG7_SEG[3]"
critPathKind = "flop to flop"
crit_path_start = "seg7_u0.cnt[15]"
r2r_cells = 8
worst_setup_path_end_kind = "flop"
crit_cells = 8
cp_common_cell = "inv_1"
cp_cell_sequence = "nor2b_1 > inv_1 > a21oi_1 > a221oi_1 > inv_1 > ha_1 > mux2_2 > a21o_1"
r2r-start = "seg7_u0.cnt[15]"
crit_required_ns = 3.27

[layout]
drive_gt1_share_pct = 3.97
area_growth_pct = 7.21
final_core_util_pct = 44.6

[min_path]
worstHoldPathType = "flop to flop"

[floorplan]
die_w_um = 117
initial_core_util_pct = 41.6
die_h_um = 117
coreArea_sq_mm = 0.0128
pin_count = 15
rows = 41
die_area_sq_mm = 0.0137

[drt]
wl_um = 9640
vias = 3980
drtIter0Drc = 252
wl_per_cell_um = 12.8
via_per_inst = 5.29
antennaDiodeCount = 0
drtPass1Iterations = 5
route.detailed.drc = 0
postRouteAntennaNets = 0

[clocking]
htree_levels = 2
cts_tree = "done"
clk_path_buf_depth = 2
ctsResizeCount = 0
clk_pin_slew_ns = 0.05
post_cts_buffers = 0
clockRootBuffer = "clkbuf_16"
cts_buffers = 5
cts_hold_buffers = 0
insertion_delay_ns = 0.27

[flow_run]
warning_count = 42
drv_cap = 0

[global_route]
antenna_found_initial = 0
grt_pass1_wl_um = 17100
grt_pass1_vias = 3759
grt_max_degree = 60
grt-ovfl-total = 0
grtUsageTotal_pct = 15.7
==> stage by stage <==
step / std cells / setup WS, ns / hold WS (ns) / total power, W / instance area [sq um]
after floorplan: 586 / 1.15 / 0.324 / 0.000478 / 5320
after global routing: 752 / 0.638 / 0.434 / 0.00101 / 5690
final: 752 / 0.860 / 0.425 / 0.000976 / 5690
after global placement: 744 / 0.974 / 0.411 / 0.000488 / 5550
after detailed placement: 744 / 0.877 / 0.415 / 0.000488 / 5550
after CTS: 752 / 0.855 / 0.428 / 0.000987 / 5690
==> sequential cells by signal, indices dropped and copies added (netlist names) <==
signal / count
ds18b20_u0.temperature_buf: 11
seg7_u0.SEG_S: 4
ds18b20_u0.step: 6
ds18b20_u0.clk_1us: 1
seg7_u0.cnt: 17
ds18b20_u0.state: 17
seg7_u0.SEG: 1
ds18b20_u0.bit_valid: 4
ds18b20_u0.cnt: 6
ds18b20_u0.cnt_1us_clear: 1
SEG7_SEG: 7
ds18b20_u0.cnt_1us: 20
==> cell usage in the layout, fill, tap and decap left out, types with 4 or more instances in the layout <==
master / synthesis / layout
dfrtp_1: 29 / 29
xor2_1: 19 / 19
o31ai_1: 5 / 5
clkbuf_16: 0 / 5
nor3_1: 9 / 9
ha_1: 31 / 31
dfxtp_1: 49 / 49
buf_4: 3 / 4
and2_1: 7 / 7
a21o_1: 8 / 8
o21ai_0: 21 / 21
nand2_1: 67 / 67
inv_1: 30 / 30
clkdlybuf4s50_1: 0 / 13
mux2i_1: 6 / 6
nor2_1: 47 / 47
and3_1: 8 / 8
and4_1: 6 / 6
nor2b_1: 11 / 11
edfxtp_1: 16 / 16
nand4b_1: 4 / 4
o21a_1: 4 / 4
nand4_1: 11 / 11
nand3_1: 27 / 27
xnor2_1: 19 / 19
o22ai_1: 5 / 5
or3_1: 4 / 4
o32ai_1: 4 / 4
nor4_1: 11 / 11
a21oi_1: 21 / 21
a31oi_1: 4 / 4
nand2b_1: 10 / 10
==> report_power, final <==
| part | leakage (nW) | switching, W | internal (W) |
|---|---|---|---|
| combinational | 1.25 | 0.00000993 | 0.00000252 |
| clock | 0.0744 | 0.000178 | 0.000320 |
| sequential | 0.911 | 0 | 0.000465 |
| total | 2.24 | 0.000188 | 0.000788 |
==> how the worst min path moves through the flow <==
stage                  start             end  slack, ns  depth (start not counted)
global route  seg7_u0.cnt[0]  seg7_u0.cnt[0]       0.43                          1
CTS           seg7_u0.cnt[0]  seg7_u0.cnt[0]       0.43                          1
finish        seg7_u0.cnt[0]  seg7_u0.cnt[0]       0.42                          1
==> per-layer routing <==
| metal | track usage, % | vias to the layer above | wire, um |
|---|---|---|---|
| met5 | 0 | - | 0 |
| met4 | 1.86 | 0 | 92 |
| met3 | 1.57 | 9 | 357 |
| met2 | 24.7 | 84 | 4220 |
| met1 | 25.0 | 1829 | 4970 |
| li1 | - | 2058 | - |
==> layout make-up <==
type / count / area, sq um
Clock buffer: 7 / 143
Sequential cell: 95 / 2210
Clock inverter: 1 / 6.26
Multi-Input combinational cell: 430 / 2840
Tap cell: 172 / 215
Fill cell: 1173 / 7080
Timing Repair Buffer: 17 / 160
Inverter: 30 / 113
==> cell families (layout without fill, tap and decap cells) <==
| family | Yosys count | after routing | share of synthesized area (%) |
|---|---|---|---|
| AOI/OAI and AO/OA | 112 | 112 | 14.7 |
| xor gates and xnor gates | 38 | 38 | 6.27 |
| adders and majority gates | 33 | 33 | 8.06 |
| buffers and inverters | 61 | 55 | 4.85 |
| DFF | 95 | 95 | 41.7 |
| muxes | 7 | 7 | 1.34 |
| other | 1 | 2 | 0.0706 |
| and+or+nand+nor | 238 | 238 | 23.1 |
Power and IR drop assume default switching activity.
